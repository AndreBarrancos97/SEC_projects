===== flow/config.mk =====
export PLATFORM = sky130hd
export DESIGN_NAME = xdispDecoder
export DESIGN_NICKNAME = xdispDecoder
export VERILOG_FILES = /design/flow/design.v
export SDC_FILE = /design/flow/constraint.sdc
export NUM_CORES = 4
export LEC_CHECK = 1
export CORE_UTILIZATION = 40

===== flow/constraint.sdc =====
current_design xdispDecoder

set clk_period 3.2
set clk_io_pct 0.2

create_clock -name clk0 -period $clk_period [get_ports {clk}]

set non_clock_inputs [all_inputs -no_clocks]
set_input_delay [expr $clk_period * $clk_io_pct] -clock clk0 $non_clock_inputs
set_output_delay [expr $clk_period * $clk_io_pct] -clock clk0 [all_outputs]

===== flow/design.v =====
`timescale 1ns / 1ps
module xdispDecoder(
    input clk,
    input rst,
	input btn2_sel,
	input display_sel,
	input [7:0]Sw,
	input wr_enable,
	input [7:0] bin,
	input sgn,
	input [1:0] dot,
    output reg [3:0] disp_select,
    output reg [7:0] disp_value
);
reg [7:0] bin_reg;
reg [19:0] refresh_counter;        
wire [1:0] LED_activating_counter; 
reg [11 : 0] bcd; 
reg [3:0] j;  
reg aaa;
reg bbb;
reg [2:0]msg;
always @(posedge rst or posedge clk)
	if(rst)begin
		msg <= 3'b000;
		bin_reg <= 7'b0;
		refresh_counter <= 0;
		aaa <= 1'b0;
		bbb <= 1'b0;
	end
	else if (wr_enable & display_sel)begin
		refresh_counter <= 0;
		bin_reg <= bin[7:0];
		msg <= 3'b000;
		aaa <= 1'b1;
		bbb <= 1'b0;
		end
	else if (btn2_sel)begin
		refresh_counter <= 0;
		bbb <= 1'b1;
		end
	else if (bbb) begin
		bin_reg <= 8'd0;
		msg <= Sw[2:0];
		refresh_counter <= refresh_counter + 1;
	end
	else if (aaa == 1'b0) begin
	  bin_reg <= {1'b0,Sw[6:0]};
      refresh_counter <= refresh_counter + 1;
	end
	else if (aaa) begin
		refresh_counter <= refresh_counter + 1;
	end
assign LED_activating_counter = refresh_counter[19:18];
always @(*)
	begin
	bcd = 0;  
	for (j = 0; j < 8; j = j+1)  
		begin
			bcd = {bcd[10:0],bin_reg[7-j]};  
			if(j < 7 && bcd[3:0] > 4) 
				bcd[3:0] = bcd[3:0] + 3;
			if(j < 7 && bcd[7:4] > 4)
				bcd[7:4] = bcd[7:4] + 3;
			if(j < 7 && bcd[11:8] > 4)
				bcd[11:8] = bcd[11:8] + 3;  
		end
	end  
reg [4:0] aux;
reg [1:0] disp_dot = 1'b0;
always @*
	begin
	case(aux)				 
		5'd0: disp_value = 8'b11000000;   
		5'd1: disp_value = 8'b11111001;   
		5'd2: disp_value = 8'b10100100;   
		5'd3: disp_value = 8'b10110000;   
		5'd4: disp_value = 8'b10011001;   
		5'd5: disp_value = 8'b10010010;   
		5'd6: disp_value = 8'b10000010;   
		5'd7: disp_value = 8'b11111000;   
		5'd8: disp_value = 8'b10000000;   
		5'd9: disp_value = 8'b10010000;   
		5'd10: disp_value = 8'b10111111;  
		5'd11: disp_value = 8'b10010010;  
		5'd12: disp_value = 8'b11000001;  
		5'd13: disp_value = 8'b11001000;  
		5'd14: disp_value = 8'b10100001;  
		5'd15: disp_value = 8'b11001111;  
		5'd16: disp_value = 8'b11000111;  
		5'd17: disp_value = 8'b11111111;  
		default: disp_value = 8'b11111111;  
   endcase
	if(disp_dot == 1'b1)
		disp_value[7] = 1'b0;
	end 
always @(*)
begin
    disp_dot = 1'b0;
    case(LED_activating_counter)
		2'b00: 
			begin
				disp_select = 4'b1110;
				if(msg == 2'b00)
					aux = bcd[3:0];
				else 
					aux = 5'd18;  
			end
      2'b01: 
			begin
            disp_select = 4'b1101;
				if(msg == 3'b000)begin
					if(dot == LED_activating_counter) 
						disp_dot = 1'b1;
					aux = bcd[7:4];
				end else if(msg == 3'b001)begin  
					aux = 5'd13;  
				end else if(msg == 3'b010) begin  
					aux = 5'd16;  
				end else if(msg == 3'b100) begin  
					aux = 5'd12;  
				end 
            end
      2'b10: 
			begin
				disp_select = 4'b1011;
				if(msg == 3'b000)begin
					if(dot == LED_activating_counter) 
						disp_dot = 1'b1;				
					aux = bcd[11:8];
				end else if(msg == 3'b001)begin  
					aux = 5'd12;  
				end else if(msg == 3'b010)begin  
					aux = 5'd12;  
				end else if(msg == 3'b100)begin  
					aux = 5'd15;  
				end
		    end
      2'b11: 
		   begin
			   disp_select = 4'b0111;
				if(msg == 3'b000)begin
					if((sgn == 1) & (aaa==1))
						aux = 5'd10;  
					else if((Sw[7] == 1) & (aaa==0))
						aux = 5'd10;  
					else if((Sw[7] == 0) & (aaa==0))
						aux = 5'd18;  
					else if((sgn == 0) & (aaa==1))
						aux = 5'd18;  
				end else if(msg == 3'b001)begin  
					aux = 5'd11;  
				end else if(msg == 3'b010)begin  
					aux = 5'd13;  
				end else if(msg == 3'b100)begin  
					aux = 5'd14;  
				end
			end
    endcase		
end
endmodule

===== flow/run.sh =====
#!/bin/bash
# OpenROAD 26Q1-2900-gdf79404cd8, Yosys 0.63+post, stock flow scripts
make -C /OpenROAD-flow-scripts/flow DESIGN_CONFIG=/design/flow/config.mk WORK_HOME=/design/flow/orfs finish

==> flow_summary.json <==
{
  "synthArstFlopShare_pct": 86.84,
  "edf_count": 0,
  "worstReg2RegEnd": "refresh_counter[15]",
  "cts_setup_buffers": 0,
  "path_class": "flop to output port",
  "min_to": "refresh_counter[0]",
  "synth_area_sq_um": 3472,
  "ir_drop_v": 0.0002965,
  "dpl_cell_area_sq_um": 3884,
  "drive_gt1_share_pct": 8.482,
  "maxCapViolations": 0,
  "crit_path_top_delay_cell": "dfrtp_1",
  "cts_resized": 0,
  "stdcell_area_sq_um": 3966,
  "grt_pass1_vias": 2688,
  "total_power_mw": 1.778,
  "grt_pass1_wl_um": 12300,
  "startpoint_type": "flop",
  "hp-class": "flop to flop",
  "cts.path.max_buffers": 2,
  "layout.cells.non_filler": 553,
  "syn_area_per_cell_sq_um": 8.208,
  "top_area_share_pct": 23.78,
  "untimed_endpoints": 12,
  "hold_viol": 0,
  "finalCritPeriodShare_pct": 78.18,
  "drc_errors": 0,
  "p_sw_share_pct": 41.97,
  "rr_startpoint": "refresh_counter[4]",
  "power.share.clock_pct": 16.4,
  "cp-end-kind": "output port",
  "worst_slew_pin_slew_ns": 0.6726,
  "finalSetupViolations": 0,
  "htree_levels": 2,
  "drtIter0Drc": 134,
  "crit_top_cell": "inv_1",
  "common_cells": "nor2_1 (51), dfrtp_1 (33), a21oi_1 (31), inv_1 (31), nand2_1 (27)",
  "finalClockSkew_ns": 0.008148,
  "tool_warnings": 44,
  "r2r_slack_ns": 1.51,
  "antenna_found_initial": 0,
  "synth.area.top_cells": "dfrtp_1 (24%), ha_1 (9.4%), nor2_1 (5.5%), a21oi_1 (4.5%), inv_1 (3.4%)",
  "combPwrFrac_pct": 55.2,
  "cp_cell_sequence": "inv_1, ha_1, inv_1, clkdlybuf4s50_1",
  "clkTransAtPathRegs_ns": 0.07,
  "route.vias.total": 2982,
  "maxSlewHeadroom_pct": 55.16,
  "post-route-util_pct": 47.79,
  "max_stage_delay_ns": 0.48,
  "reg2reg_depth": 7,
  "ys_cells": 423,
  "cts_hold_buffers": 0,
  "period_needed_ns": 2.502,
  "post-dp-hpwl_um": 5490,
  "synth_flops": 38,
  "fin_setup_tns_ns": 0,
  "whs_path_depth": 1,
  "worstPathMaxFanout": 9,
  "ant_nets": 0,
  "numPortBuffers": 35,
  "yosysTopAreaCell": "dfrtp_1",
  "top_cell": "nor2_1",
  "grt_max_degree": 23,
  "vias_per_cell": 5.392,
  "hold_start": "refresh_counter[0]",
  "yosysWarnings": 1,
  "first_pass_iters": 5,
  "ff_type": "dfrtp_1",
  "die_h_um": 95.17,
  "wire_per_inst_um": 12.72,
  "largest_reg_flops": 20,
  "p_seq_share_pct": 28.4,
  "rsz0062_at_grt": "no",
  "yosysUniqueCellTypes": 79,
  "cp.arrival_ns": 1.86,
  "ys_area_sq_um": 3472,
  "drt_wl_total_um": 7032,
  "power_leakage_nw": 1.626,
  "status": "completed",
  "overflow": 0,
  "unclocked_regs": 5,
  "area_growth_pct": 14.23,
  "intPower_mw": 1.032,
  "pin_count": 36,
  "required_ns": 2.56,
  "clockRootBuffer": "clkbuf_8",
  "cts_tree": "built",
  "fmax_mhz": 399.7,
  "placed_cells": 545,
  "grt_usage_pct": 16.92,
  "rows": 33,
  "chip_area_sq_um": 9056,
  "place_ws_ns": 0.8164,
  "place.gp.congestion": 0.8266,
  "setup_ws_ns": 0.6981,
  "syn-instance-count": 423,
  "die_w_um": 95.17,
  "report.final.slew_viol_count": 0,
  "p_sw_mw": 0.7461,
  "fp.coreArea_sq_um": 8299,
  "whs_ns": 0.4595,
  "initCoreUtil_pct": 41.84,
  "p_per_area_nw_per_um2": 448.2,
  "clkLatencyLatePin_ns": 0.28,
  "fill_cells": 769,
  "diodes": 0,
  "cts_buffers": 5
}
-- power by group through the flow --
stage	clock network, mW	registers [mW]	logic [mW]
final	0.292	0.504	0.982
after CTS	0.304	0.505	0.981
after global routing	0.318	0.511	1.09
-- cell families after synthesis --
family	count (synthesis)	share of synthesized area, %
multiplexers	9	3.099
flip-flops	33	23.78
adder cells (fa/ha/maj)	26	9.369
XOR/XNOR	27	7.784
buffers and inverters	54	6.450
AND/OR/NAND/NOR	149	21.91
AND-OR/OR-AND	120	25.44
latches	5	2.162
-- routing by layer --
| layer | wire [um] | global-route usage, % | vias to the layer above |
|---|---|---|---|
| met5 | 0 | 0 | - |
| met4 | 67 | 1.389 | 0 |
| met3 | 279 | 1.622 | 5 |
| met2 | 2889 | 24.76 | 66 |
| met1 | 3795 | 28.46 | 1357 |
| li1 | - | - | 1554 |
-- cell type report --
cell class / count / area (sq um) / share of cell area, %
multi-input combinational: 331 / 2347 / 59.18
clock inverter: 2 / 10.01 / 0.2524
clock buffer: 6 / 72.57 / 1.830
tap: 105 / 131.4 / 3.312
inverter: 31 / 116.4 / 2.934
sequential: 38 / 900.9 / 22.71
timing repair buffer: 40 / 387.9 / 9.779
-- placed cells by master, fill, tap and decap left out, types with 8 or more instances in the layout --
master / instances
nor3b_1: 8
a21oi_1: 31
inv_1: 31
dfrtp_1: 33
nor2_1: 51
xnor2_1: 13
o21ai_0: 16
nor3_1: 11
nand2_1: 27
ha_1: 26
xor2_1: 11
clkdlybuf4s50_1: 35
o211ai_1: 10
-- how the worst max path moves through the flow --
stage | endpoint | cells past startpoint | slack (ns) | from
after CTS | disp_select[0] | 4 | 0.67 | refresh_counter[18]
after global routing | disp_select[0] | 4 | 0.55 | refresh_counter[18]
final | disp_select[0] | 4 | 0.70 | refresh_counter[18]
-- worst max-delay path, delay by kind of cell (launching register included) --
family                   cells  cell delay, ns
adder cells (fa/ha/maj)      1            0.33
flip-flops                   1            0.48
buffers and inverters        3            0.77
Power is estimated from default activity; no workload was simulated.
