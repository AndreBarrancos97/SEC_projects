File: ./config.mk
export PLATFORM = sky130hd
export DESIGN_NAME = xctrl
export DESIGN_NICKNAME = xctrl
export VERILOG_FILES = /design/flow/design.v
export SDC_FILE = /design/flow/constraint.sdc
export NUM_CORES = 4
export LEC_CHECK = 1
export CORE_UTILIZATION = 50
File: ./constraint.sdc
current_design xctrl

set clk_period 20.4
set clk_io_pct 0.2

create_clock -name clk0 -period $clk_period [get_ports {clk}]

set non_clock_inputs [all_inputs -no_clocks]
set_input_delay [expr $clk_period * $clk_io_pct] -clock clk0 $non_clock_inputs
set_output_delay [expr $clk_period * $clk_io_pct] -clock clk0 [all_outputs]
File: ./design.v
`timescale 1ns / 1ps
module xctrl (
	      input                    clk,
	      input                    rst,
	      output reg [10-2:0] pc,
	      input [32-1:0]     instruction,
	      output                   mem_sel,
	      output                   mem_we,
	      output reg [10-1:0] mem_addr,
	      input [32-1:0]      mem_data_from,
	      output [32-1:0]     mem_data_to
	      );
   wire [4-1 :0] 		  opcode;
   wire signed [32-1:0] 		  imm;
   reg [32-1:0] 			  operand;
   reg [32-1:0] 			  regA;
   reg [32-1:0] 			  regB;
   reg [2:0]                              regC;
   reg [32-1:0]                      alu_result;
   reg                                    alu_carry;
   reg                                    alu_overflow;
   reg                                    alu_negative;
   wire                                   load_imm_ops = (opcode == 6 || opcode == 7);
   wire                                   load_mem_ops = (opcode == 8 || opcode == 10);
   wire                                   load_ops = load_imm_ops | load_mem_ops;
   wire                                   store_mem_ops = (opcode == 9 || opcode == 11);
   wire                                   alu_imm_ops = (opcode == 0 || opcode == 3);
   wire                                   alu_arith_ops  = (opcode == 0 || opcode == 1 || opcode == 2);
   wire                                   alu_logic_ops  = (opcode == 4 || opcode == 5);
   wire                                   alu_mem_ops  = (alu_arith_ops && opcode != 0) || alu_logic_ops;
   wire                                   alu_ops  = alu_imm_ops | alu_logic_ops | alu_arith_ops ;
   wire                                   imm_ops = load_imm_ops | alu_imm_ops;
   wire                                   branch_ops = (opcode == 12 || opcode == 14 || opcode == 13 || opcode == 15);
   assign opcode  = instruction[32-1 -: 4];
   assign imm  = (opcode == 7)?                 
                 {instruction[32/2-1:0], regA[32/2-1:0]} :
                 { { (32-28) {instruction[28-1]} }, instruction[28-1:0]};
   assign mem_sel = (store_mem_ops | load_mem_ops | alu_mem_ops) && mem_addr != (512+2**4) && mem_addr != (512+2**4+1);
   assign mem_we = store_mem_ops;
   assign mem_data_to = regA;
   always @ * begin
      if(opcode == 10 || opcode == 11)
        mem_addr = regB[10-1:0];
      else
        mem_addr = imm[10-1:0];
   end
   always @ * begin
      operand = 0;
      if(load_ops || alu_ops) begin
         if (mem_addr == ((512+2**4)))
           operand = regB;
         else if (mem_addr == ((512+2**4+1)))
	   operand = regC | 0;
         else if (imm_ops)
           operand = imm;
         else if (mem_sel)
           operand = mem_data_from;
      end
   end
   always @(posedge clk, posedge rst)
      if(rst)
        pc  <= 0;
      else begin
         pc <= pc + 1'b1;
         if (opcode == 12 && regA == 0) begin 
	    pc <= imm[10-1:0];
         end else if (opcode == 14 && regA != 0) begin
	    pc <= imm[10-1:0];
         end else if (opcode == 13 && regA == 0) begin 
	    pc <= regB[10-1:0];
         end else if (opcode == 15 && regA != 0) begin
	    pc <= regB[10-1:0];
         end
      end
   always @(posedge clk, posedge rst)
      if(rst)
        regA <= 0;
      else if (load_ops)
	regA <= operand;
      else if(alu_ops)
	regA <= alu_result;
      else if(branch_ops)
        regA <= regA-1'b1;
   always @(posedge clk, posedge rst)
     if(rst)
       regB <= 0;
     else if (mem_addr == (512+2**4) && mem_we) 
       regB <= regA;
   always @(posedge clk, posedge rst)
      if(rst)
        regC <= 3'b0;
      else if (alu_ops)
        regC <= {alu_negative, alu_overflow, alu_carry};
   reg [32-1:0] carry_res_n_1;
   reg               carry_res_n;
   reg [32-1:0] adder_res;
   always @*
     if(opcode == 2)
       carry_res_n_1 = {1'b0, regA[32-2:0]} - {1'b0,operand[32-2:0]};
     else
       carry_res_n_1 = {1'b0, regA[32-2:0]} + {1'b0,operand[32-2:0]};
   always @*
     if(opcode == 2)
       carry_res_n = (regA[32-1] & ~operand[32-1]) +  (regA[32-1] ^ ~operand[32-1]) & carry_res_n_1[32-1];
     else
       carry_res_n = (regA[32-1] & operand[32-1]) +  (regA[32-1] ^ operand[32-1]) & carry_res_n_1[32-1];
   always @*
     if(opcode == 2)
       adder_res = carry_res_n_1 + {regA[32-1], {32-1{1'b0}}} - {operand[32-1],{32-1{1'b0}}};
     else
       adder_res = carry_res_n_1 + {regA[32-1], {32-1{1'b0}}} + {operand[32-1],{32-1{1'b0}}};
   wire [32-1:0] and_res = regA & operand;
   wire [32-1:0] xor_res = regA ^ operand;
   always @* begin
      alu_result = 0;
      alu_carry = 0;
      alu_negative = 0;
      alu_overflow = 0;
      if(alu_arith_ops) begin
         alu_result = adder_res[32-1:0];
         alu_carry = carry_res_n;
         alu_overflow = carry_res_n ^ carry_res_n_1[32-1];
         alu_negative = adder_res[32-1];
      end else if(opcode == 3)
        if(operand[32-1]) begin  
           alu_result = regA << 1;
           alu_carry = regA[32-1];
           alu_overflow = regA[32-1] ^ regA[32-2];
           alu_negative = regA[32-2];
        end else begin  
           alu_result = {regA[32-1], regA[32-1:1]};
           alu_carry = 0;
           alu_overflow = 0;
           alu_negative = regA[32-1];
        end
      else if(opcode == 4) begin
         alu_result = and_res;
         alu_carry = 0;
         alu_negative = and_res[32-1];
         alu_overflow = 0;
      end
      else if(opcode == 5) begin
         alu_result = xor_res;
         alu_carry = 0;
         alu_negative = xor_res[32-1];
         alu_overflow = 0;
      end   
   end
endmodule
File: ./run.sh
#!/bin/bash
# OpenROAD 26Q1-2900-gdf79404cd8, Yosys 0.63+post, stock flow scripts
make -C /OpenROAD-flow-scripts/flow DESIGN_CONFIG=/design/flow/config.mk WORK_HOME=/design/flow/orfs finish
==> impl_metrics.yaml <==
# yosys + openroad results
status:
  status: "finished, final reports clean"
clocking:
  clk_pin_slew_worst_paths_ns: 0.07
  cts_resized: 0
  cts_max_path_buffers: 2
  ctsHoldBuffers: 0
  cts_tree: "yes"
  postCtsSetupRepairBufs: 0
  htree_levels: 3
  clkSinkCount: 76
  numCtsBuffers: 9
  clock_latency_ns: 0.36
  clock-root-buffer: "clkbuf_16"
hold_path:
  hold_path.class: "reg -> reg"
setup_path:
  max_stage_delay_ns: 0.78
  path_class: "in -> reg"
  critPathArrivalTime_ns: 11.94
  reg2reg_setup_slack_ns: 13.06
  critPathCaptureType: "flip-flop"
  slowest_stage: "and4b_1"
  cp_data_required_time_ns: 20.64
  cp-start-kind: "input port"
  crit_fanout: 51
route:
  antenna_left: 0
  wl_per_cell_um: 24.5
  wl_um: 43600
  firstDrtPassIters: 6
  antenna_cells: 0
  drt-initial-drc-count: 1222
  num_vias: 11900
  drc: 0
  vias_per_cell: 6.65
synth:
  ys.flop_type: "dfrtp_1"
  async_reset_ff_share_pct: 100
  fa_ha_area_share_pct: 8.46
  avgSynthCellArea_um2: 7.29
  ys_sh_simple_pct: 22.3
  ys_cells: 1452
  edf_count: 0
  syn_area_um2: 10600
  yosys_area_um2: 10600
  yosysUniqueCellTypes: 90
  ys_seq_share_pct: 18.0
  compound_area_share_pct: 30.4
  synthXorXnorAreaFrac_pct: 6.69
  synth_cells: 1452
  ys_top_logic_family: "AND-OR/OR-AND gates"
  yosys_warnings: 1
  synth_flops: 76
  mux_area_share_pct: 8.35
finish:
  fill_cells: 1930
  comb_area_um2: 8100
  post-route-util_pct: 59.7
  lay_top_count: "nand2_1"
  regArea_um2: 1900
  area_growth_pct: 15.7
  design_area_um2: 12200
  drive_above_1_share_pct: 8.86
  most-common-layout-cells: "nand2_1, a21oi_1, nor2_1"
sta:
  fmax_mhz: 85.5
  setup_viol: 0
  timing.final.crit_period_ns: 11.69
  timing.final.crit_share_pct: 57.3
  clock-skew-final_ns: 0.00892
  fin_tns_setup_ns: 0
  drv_slew: 0
  hold_viol: 0
  holdWs_ns: 0.497
  slew_headroom_pct: 42.0
  worst_pin_slew_ns: 0.864
  rsz0062_at_grt: "no"
die:
  dieArea_um2: 21800
  fp_util_pct: 51.6
  io_pins: 119
  rows: 52
  dieWidth_um: 147
  die_h_um: 147
  core_area_um2: 20500
power:
  power.density_nw_per_um2: 79.1
  ir_drop_mv: 0.0503
  p_total_mw: 0.969
  p_leak_nw: 5.36
global_route:
  overflow: 0
  grt_pass1_wl_um: 66800
  grt_pass1_vias: 11100
  track_usage_pct: 41.5
  antenna_found_initial: 1
  grt_max_degree: 60
place:
  gp_congestion: 1.06
  hpwl_um: 31000
  placed_area_um2: 11900
  io_buffer_count: 118
job:
  tool_warnings: 30
  drv_cap: 0
## area by class of cell
cell class / instances / share of cell area (%)
clock inverters: 7 / 0.736
multi-input cells: 1232 / 66.2
clock buffers: 9 / 1.84
flip-flops and latches: 76 / 15.5
well taps: 270 / 2.76
inverters: 28 / 0.868
repair buffers: 160 / 12.1
## through the flow
stage	setup slack, ns	std cells
4_1_cts	9.00	1782
5_1_grt	8.21	1782
6_report	8.71	1782
3_5_place_dp	8.67	1766
3_3_place_gp	8.82	1766
2_1_floorplan	10.48	1452
## worst paths after layout
path,to,depth (start not counted),from
max,regC[1],25,instruction[29]
min,regB[30],2,regB[30]
max reg2reg,regC[1],25,regA[8]
min reg2reg,regB[30],2,regB[30]
max in group asynchronous,regA[16],4,rst
min in group asynchronous,pc[1],3,rst
## cells in the mapped netlist, drive strengths merged (4+ instances only)
cell type	count	area [um^2]
o21ai	103	523
nand2	191	724
o221ai	12	105
a211oi	21	158
o22ai	9	56.3
nor3	39	200
and2	12	75.1
a21oi	142	714
nor2b	12	75.1
a21o	36	270
or2	6	37.5
nor4	10	62.6
a311oi	19	166
dfrtp	76	1900
a22oi	28	210
xor2	38	340
mux2i	44	440
inv	28	105
buf	33	203
o2111ai	5	43.8
nand2b	17	106
nor2	134	522
xnor2	42	368
o21bai	6	45.0
o21a	13	105
or3	11	68.8
o31ai	15	113
nand3	36	180
clkbuf	83	313
a31o	4	35.0
and3	16	100
nand4	5	31.3
a31oi	24	150
o211ai	11	82.6
mux2	39	443
a211o	4	35.0
ha	70	876
a311o	8	80.1
## report_power, final
part           internal (mW)  switching, mW  leakage [nW]
registers              0.177         0.0523         0.970
logic                  0.247          0.312          4.23
clock network         0.0986         0.0826         0.156
## kinds of logic after synthesis
family,count (synthesis)
compound gates,492
xor+xnor,80
fa+ha+maj,71
buf+inv,144
flops,76
mux,83
simple gates,506
## flip-flops by register name, summed over array words and instances, names as in the netlist
register	flops
regB	32
regA	32
regC	3
pc	9
## critical path, delay by kind of cell
family	cells	cell delay [ns]
compound gates	11	3.40
simple gates	7	2.32
buf+inv	3	0.97
xor+xnor	2	0.55
mux	1	0.29
fa+ha+maj	1	0.28
## metal layers
layer / track usage (%) / wire length (um)
met5: 0 / 13
met4: 21.1 / 2710
met3: 10.8 / 5060
met2: 63.9 / 19300
met1: 54.5 / 16500
Power is estimated from default activity; no workload was simulated.
